==> design/flow/design.v <==
typedef enum logic [1:0] {
   SN = 2'b00,  
   WN = 2'b01,  
   WT = 2'b10,  
   ST = 2'b11  
} ts_state;
module bp(
	input clock,
	input reset,
	input take,  
	input enable,
	output logic pred_take
);
  ts_state next_state, curr_state;
  assign pred_take = curr_state[1];  
   always_comb begin
	next_state = curr_state;
	case (curr_state)
	   SN: next_state = take ? WN : SN;
	   WN: next_state = take ? WT : SN;
	   WT: next_state = take ? ST : WN;
	   ST: next_state = take ? ST : WT;
	endcase
   end
   always_ff @(posedge clock) begin
	if (reset) curr_state <= SN;
	else if (enable) curr_state <= next_state;
   end
endmodule
==> design/flow/run.sh <==
#!/bin/bash
# OpenROAD 26Q1-2900-gdf79404cd8, Yosys 0.63+post, stock flow scripts
make -C /OpenROAD-flow-scripts/flow DESIGN_CONFIG=/design/flow/config.mk WORK_HOME=/design/flow/orfs finish
==> design/flow/config.mk <==
export PLATFORM = sky130hd
export DESIGN_NAME = bp
export DESIGN_NICKNAME = bp
export VERILOG_FILES = /design/flow/design.v
export SDC_FILE = /design/flow/constraint.sdc
export NUM_CORES = 4
export LEC_CHECK = 1
export CORE_AREA = 10 10 70 70
export DIE_AREA = 0 0 80 80
==> design/flow/constraint.sdc <==
current_design bp

set clk_period 1.0
set clk_io_pct 0.2

create_clock -name clk0 -period $clk_period [get_ports {clock}]

set non_clock_inputs [all_inputs -no_clocks]
set_input_delay [expr $clk_period * $clk_io_pct] -clock clk0 $non_clock_inputs
set_output_delay [expr $clk_period * $clk_io_pct] -clock clk0 [all_outputs]
==> impl_table.tex <==
% Auto-generated results table
\begin{tabular}{lr}
\hline
Metric & Value \\
\hline
\multicolumn{2}{l}{\textbf{Global routing}} \\
\quad Grt peak-use layer & met3 \\
\quad First-pass GRT wire length & 455 um \\
\quad Met1 routing resource usage after global routing & 0.009265 \\
\quad Largest net degree at the start of global routing & 5 \\
\quad Antenna violations before repair & 0 \\
\quad Met3 track utilization from global routing & 0.01818 \\
\quad Met2 usage in global routing & 0.01204 \\
\quad Number of global-route vias before repair & 100 \\
\quad Global Route Usage Sum & 0.01087 \\
\quad Remaining Overflow, GRT & 0 \\
\multicolumn{2}{l}{\textbf{Critical path}} \\
\quad Category of the worst setup path capture point & primary output \\
\quad Crit path required time & 0.80 ns \\
\quad Cell chain of the critical path & dlygate4sd2\_1 \\
\quad Top Family by Delay on Critical Path & flip-flops \\
\quad Critical path buffers and inverters & 1 \\
\quad First element of the critical path & curr\_state[1] \\
\quad CP Max Fanout & 2 \\
\quad Startpoint types & flip-flop \\
\quad Critical Setup Path Class & flip-flop to primary output \\
\quad Signal arrival time at the worst endpoint & 0.76 ns \\
\quad Setup slack of the most critical reg-to-reg path & 0.19 ns \\
\quad CP peak stage delay & 0.30 ns \\
\quad Crit path max-delay cell type & sky130\_fd\_sc\_hd\_\_dfxtp\_2 \\
\quad Reg-to-reg critical path startpoint & curr\_state[1] \\
\multicolumn{2}{l}{\textbf{Final layout}} \\
\quad Flip-flop count of the largest register, all copies and words added & 2 \\
\quad Layout area overhead & 141.7\% \\
\quad Final std cells w/o fill & 66 \\
\quad Ratio of cells with drive above 1 in the final layout & 0.3000 \\
\quad Total area of sequential cells & 41.29 sq um \\
\quad Top Registers & curr\_state (2) \\
\quad Logic area & 42.54 sq um \\
\quad Final non-filler cell area & 217.7 sq um \\
\quad Number of fill cells in the layout & 415 \\
\quad Register name with the most flops & curr\_state \\
\multicolumn{2}{l}{\textbf{Clocking}} \\
\quad Count of hold buffers inserted by post-cts repair & 0 \\
\quad Clock sink count & 2 \\
\quad Clock latency reported for the late side of the worst-skew pair & 0.22 ns \\
\quad Count of H-tree levels built during CTS & 1 \\
\quad Cell at the root of the clock tree & sky130\_fd\_sc\_hd\_\_clkbuf\_4 \\
\quad Maximum buffer depth of the clock tree & 2 \\
\quad Num CTS Buffers & 3 \\
\quad CTS tree & built \\
\quad Clock slew at the register clock pins of the worst setup and hold paths & 0.03 ns \\
\multicolumn{2}{l}{\textbf{STA}} \\
\quad Number of endpoints with negative hold slack in the final report & 0 \\
\quad Worst clock skew & 0.003252 ns \\
\quad Unrepaired setup endpoints after global routing & false \\
\quad Count of endpoints failing setup in the final report & 0 \\
\quad Crit path time final & 0.9562 ns \\
\quad Final clock period utilization by the worst path & 0.9562 \\
\quad Fmax & 1.046 GHz \\
\quad Final count of pins violating max slew & 0 \\
\quad Worst relative slew slack & 0.8624 \\
\quad Transition time at the pin with the least slew margin & 0.2050 ns \\
\multicolumn{2}{l}{\textbf{Logic synthesis}} \\
\quad Cell accounting for the most synthesized area & sky130\_fd\_sc\_hd\_\_dfxtp\_1 \\
\quad Ys Warns & 1 \\
\quad Primary flip-flop cell chosen by synthesis mapping & sky130\_fd\_sc\_hd\_\_dfxtp\_1 \\
\quad Flop and latch count out of synthesis & 2 \\
\quad Post-synth top cells & 2 x sky130\_fd\_sc\_hd\_\_dfxtp\_1, 2 x sky130\_fd\_sc\_hd\_\_nand2\_1 \\
\quad Yosys Instances & 12 \\
\quad Share of the synthesized area in the top cell type & 0.4444 \\
\quad Seq/Total Area, Yosys & 0.4444 \\
\quad Cell area after synthesis & 90.09 sq um \\
\quad FFs w/ async S/R, synth & 0 \\
\quad Chip area line of the yosys report & 90.09 sq um \\
\quad Number of instances in the synthesized netlist & 12 \\
\quad Post-synth EDFFs & 0 \\
\quad Average cell area after synthesis & 7.507 sq um \\
\quad Top area cells in the synthesized netlist & sky130\_fd\_sc\_hd\_\_dfxtp\_1 44\%, sky130\_fd\_sc\_hd\_\_a311oi\_1 9.7\%, sky130\_fd\_sc\_hd\_\_a21o\_1 8.3\% \\
\quad Count of cell types in the netlist & 10 \\
\multicolumn{2}{l}{\textbf{Pwr}} \\
\quad Leakage dissipation & 0.08109 nW \\
\quad Peak ir drop on the vdd network & 0.1733 mV \\
\quad Power per standard cell area & 1348 nW/um\^{}2 \\
\multicolumn{2}{l}{\textbf{Job}} \\
\quad OpenROAD warnings & 25 \\
\quad Max cap viols & 0 \\
\multicolumn{2}{l}{\textbf{Route}} \\
\quad Number of inserted diodes & 0 \\
\quad Via count & 113 \\
\quad Total wirelength of the detailed-routed design & 312 um \\
\quad Length of the first detailed-routing pass in iterations & 2 \\
\quad Per-cell routed wire length & 4.727 um \\
\quad DRC marker count from the first detailed-route iteration & 5 \\
\quad Antenna-violating nets left & 0 \\
\quad Detail-routed via count per cell & 1.712 \\
\quad DRC violations left & 0 \\
\multicolumn{2}{l}{\textbf{Min path}} \\
\quad Min-Delay Startpoint & curr\_state[0] \\
\quad Class of the tightest hold or removal check & flip-flop to flip-flop \\
\multicolumn{2}{l}{\textbf{Placement}} \\
\quad Number of I/O port buffers & 4 \\
\quad Post-place instance area & 195.2 sq um \\
\quad Routability congestion estimate & 0.5917 \\
\quad Placed cell count & 63 \\
\multicolumn{2}{l}{\textbf{Status}} \\
\quad Outcome & finished, final reports clean \\
\multicolumn{2}{l}{\textbf{Floorplan}} \\
\quad DIE HEIGHT & 80 um \\
\quad \# IOs & 5 \\
\quad Number of rows in the core area & 21 \\
\quad Core outline area & 3416 sq um \\
\quad Area of the die & 6400 sq um \\
\quad Die W & 80 um \\
\quad Pre-Place Util & 0.02637 \\
\hline
\end{tabular}
-- cells in the final DEF, fill, tap and decap left out --
master,n
sky130_fd_sc_hd__dfxtp_1,1
sky130_fd_sc_hd__a21oi_1,1
sky130_fd_sc_hd__buf_4,1
sky130_fd_sc_hd__inv_2,1
sky130_fd_sc_hd__a311oi_1,1
sky130_fd_sc_hd__a21o_1,1
sky130_fd_sc_hd__inv_1,1
sky130_fd_sc_hd__o21ai_0,1
sky130_fd_sc_hd__nand2_1,2
sky130_fd_sc_hd__dfxtp_2,1
sky130_fd_sc_hd__clkbuf_4,3
sky130_fd_sc_hd__clkdlybuf4s50_1,3
sky130_fd_sc_hd__dlygate4sd2_1,1
sky130_fd_sc_hd__o21ai_1,1
sky130_fd_sc_hd__nor2_1,1
-- where the power goes --
group / internal, W / switching, W / total (W)
Combinational: 0.0000200 / 0.0000124 / 0.0000324
Sequential: 0.0000854 / 0.00000333 / 0.0000887
Clock: 0.000132 / 0.0000406 / 0.000172
-- worst min-delay path: cells and delay by family (launching register included) --
| family | cells | cell delay [ns] |
|---|---|---|
| flops | 1 | 0.32 |
| simple gates | 1 | 0.06 |
| compound gates | 1 | 0.05 |
-- final cells by class --
| type | instances | share of cell area |
|---|---|---|
| well taps | 46 | 0.2644 |
| repair buffers | 5 | 0.2126 |
| multi-input cells | 8 | 0.1954 |
| flip-flops and latches | 2 | 0.1897 |
| clock buffers | 3 | 0.1034 |
| inverters | 2 | 0.03448 |
-- cells by family after synthesis --
| group | share of synthesized area |
|---|---|
| compound gates | 0.3471 |
| simple gates | 0.1250 |
| flops | 0.4445 |
| buf+inv | 0.08325 |
-- layer usage --
| metal | share of wire | vias up |
|---|---|---|
| li1 | - | 58 |
| met1 | 0.42 | 48 |
| met2 | 0.39 | 7 |
| met3 | 0.19 | 0 |
| met4 | 0 | 0 |
| met5 | 0 | - |
-- stage by stage --
step	hold slack [ns]	utilization	setup slack (ns)	total power [W]	TNS, ns
floorplan	0.2691	-	0.2876	0.0001003	0
global route	0.5103	0.06374	0.0003560	0.0003320	0
global placement	0.4677	0.05714	-0.09996	0.0001210	-0.1983
CTS	0.4710	0.06374	0.02438	0.0003047	0
detailed placement	0.4778	0.05714	-0.1422	0.0001227	-0.2837
finish	0.4707	0.06374	0.04383	0.0002936	0
-- final timing paths --
kind / endpoint / cells past startpoint
setup reg to reg: curr_state[0] / 3
hold reg to reg: curr_state[1] / 2
setup / recovery: pred_take / 1
hold / removal: curr_state[1] / 2
-- what timing repair did --
item | CTS | global route
setup endpoints to repair | 1 | 0
gates resized | 2 | 0
setup buffers | 0 | 0
Power figures rest on the tool's default switching activity, not on a simulated workload.
